## run.sh

```bash
#!/bin/bash
# OpenROAD 26Q1-2900-gdf79404cd8, Yosys 0.63+post, stock flow scripts
make -C /OpenROAD-flow-scripts/flow DESIGN_CONFIG=/design/flow/config.mk WORK_HOME=/design/flow/orfs finish
```

## design.v

```verilog
module BATCHARGERctr (
    output cc,          
    output tc,          
    output cv,          
    output imonen,      
    output vmonen,      
    output tmonen,      
    input [7:0] vbat,   
    input [7:0] ibat,   
    input [7:0] tbat,   
    input [7:0] vcutoff,  
    input [7:0] vpreset,  
    input [7:0] tempmin,  
    input [7:0] tempmax,  
    input [7:0] tmax,     
    input [7:0] iend,     
    input clk,            
    input en,          
    input rstz,           
    input vtok,         
    input dvdd,           
    input dgnd            
);
    reg [2:0] state; 
    reg [2:0] next_state;        
    reg [15:0] charge_timer; 
    reg cc_reg, tc_reg, cv_reg, imonen_reg,vmonen_reg,tmonen_reg;
    parameter start = 0, wait1 = 1, end1  = 2, ccmode = 3, tcmode = 4, cvmode = 5;
    assign cc = cc_reg;
    assign tc = tc_reg;
    assign cv = cv_reg;
    assign imonen = imonen_reg; 
    assign vmonen = vmonen_reg; 
    assign tmonen = tmonen_reg; 
    always @(negedge clk or negedge rstz) begin
        if (!rstz) begin
            state <= start; 
            charge_timer <= 16'd0; 
            cc_reg <= 1'b0;
            tc_reg <= 1'b0;
            cv_reg <= 1'b0;
            imonen_reg <=1'b0;
            vmonen_reg <= 1'b1;
            tmonen_reg <= 1'b1;
        end else begin
            if(vtok && en && !dgnd && dvdd) begin   
                if (state == cvmode) begin
                    charge_timer <= charge_timer + 16'd1; 
                end else begin
                    charge_timer <= 16'd0; 
                end
                state <= next_state; 
                case (next_state)
                    start: begin
                        cc_reg <= 1'b0;
                        tc_reg <= 1'b0;
                        cv_reg <= 1'b0;
                        tmonen_reg <= 1'b1;
                        imonen_reg <=1'b0;
                        vmonen_reg <= 1'b1;
                    end
                    wait1: begin
                        cc_reg <= 1'b0;
                        tc_reg <= 1'b0;
                        cv_reg <= 1'b0;
                        tmonen_reg <= 1'b1;
                        imonen_reg <=1'b0;
                        vmonen_reg <= 1'b1;
                    end
                    tcmode: begin
                        tc_reg <= 1'b1;
                        cc_reg <= 1'b0;
                        cv_reg <= 1'b0;
                        imonen_reg <= 1'b0;
                        vmonen_reg <= 1'b1;
                        tmonen_reg <= 1'b1;
                    end
                    ccmode: begin
                        tc_reg <= 1'b0;
                        cc_reg <= 1'b1;
                        cv_reg <= 1'b0;
                        imonen_reg <= 1'b0;
                        vmonen_reg <= 1'b1;
                        tmonen_reg <= 1'b1;
                    end
                    cvmode: begin
                        tc_reg <= 1'b0;
                        cc_reg <= 1'b0;
                        cv_reg <= 1'b1;
                        imonen_reg <= 1'b1;
                        vmonen_reg <= 1'b0;
                        tmonen_reg <= 1'b1;
                    end
                    end1: begin
                        tc_reg <= 1'b0;
                        cc_reg <= 1'b0;
                        cv_reg <= 1'b0;
                        imonen_reg <= 1'b0;
                        vmonen_reg <= 1'b1;
                        tmonen_reg <= 1'b0;
                    end
                    default: begin
                        tc_reg <= 1'b0;
                        cc_reg <= 1'b0;
                        cv_reg <= 1'b0;
                        imonen_reg <= 1'b0;
                        vmonen_reg <= 1'b1;
                        tmonen_reg <= 1'b1;
                    end
                endcase
            end
        end
    end
    always @ (*) begin
        case (state)
            start: begin
                if ((tempmin <= tbat) && (tbat <= tempmax)) begin
                    if (vbat < 8'd214) begin
                        if (vbat < vcutoff) begin
                            next_state <= tcmode;
                        end else begin
                            next_state <= ccmode;
                        end
                    end else begin
                        next_state <= end1;
                    end    
                end else begin
                    next_state <= wait1;
                end
            end
            wait1: begin
                if ((tempmin <= tbat) && (tbat <= tempmax)) begin
                    if (vbat < 8'd214) begin
                        if (vbat < vcutoff) begin
                            next_state <= tcmode;
                        end else begin
                            next_state <= ccmode;
                        end
                    end else begin
                        next_state <= end1;
                    end    
                end else begin
                    next_state <= wait1;
                end
            end
            tcmode: begin
                if ((tempmin <= tbat) && (tbat <= tempmax)) begin
                    if (vbat > vcutoff) begin
                        next_state <= ccmode;  
                    end else begin
                        next_state <= tcmode;
                    end
                end else begin
                    next_state <= wait1;
                end
            end
            ccmode: begin
                if ((tempmin <= tbat) && (tbat <= tempmax)) begin
                    if (vbat > vpreset) begin
                        next_state <= cvmode;  
                    end else begin
                        next_state <= ccmode;
                    end
                end else begin
                    next_state <= wait1;
                end
            end
            cvmode: begin
                if ((tempmin <= tbat) && (tbat <= tempmax)) begin
                    if (ibat <= iend) begin
                        next_state <= end1;  
                    end else begin
                        if ((tmax * 255)<=charge_timer) begin
                            next_state <= end1;
                        end else begin
                            next_state <= cvmode;
                        end
                    end
                end else begin
                    next_state <= wait1;
                end
            end
            end1: begin
                if ((tempmin <= tbat) && (tbat <= tempmax)) begin
                    if (vbat < 8'd214) begin
                        if (vbat < vcutoff) begin
                            next_state <= tcmode;
                        end else begin
                            if (vbat < vpreset) begin
                                next_state <= ccmode;  
                            end else begin
                                next_state <= end1;
                            end
                        end
                    end else begin
                        next_state <= end1;
                    end    
                end else begin
                    next_state <= wait1;
                end
            end
            default: next_state <= start;  
        endcase
    end
endmodule
```

## constraint.sdc

```tcl
current_design BATCHARGERctr

set clk_period 3.6
set clk_io_pct 0.2

create_clock -name clk0 -period $clk_period [get_ports {clk}]

set non_clock_inputs [all_inputs -no_clocks]
set_input_delay [expr $clk_period * $clk_io_pct] -clock clk0 $non_clock_inputs
set_output_delay [expr $clk_period * $clk_io_pct] -clock clk0 [all_outputs]
```

## config.mk

```make
export PLATFORM = sky130hd
export DESIGN_NAME = BATCHARGERctr
export DESIGN_NICKNAME = BATCHARGERctr
export VERILOG_FILES = /design/flow/design.v
export SDC_FILE = /design/flow/constraint.sdc
export NUM_CORES = 4
export LEC_CHECK = 1
export CORE_UTILIZATION = 40
```

==> impl_metrics.toml <==
# synthesis and place-and-route metrics
[sta]
fin_skew_ps = 73.8
finalSetupViolations = 12
fin_hold_ws_ps = 452
worst_slack_ps = -4130
finalHoldViolCount = 0
slew_headroom_pct = 67.3
timing_worst_slew_pin_value_ps = 489
maxSlewViolCount = 0
grt_setup_unrepaired = "yes"

[worst_setup_path]
worstSetupEndpointType = "register"
timing.critical_path.arrival_ps = 6170
reg_to_reg_critical_path_startpoint = "charge_timer[5]$_DFFE_NN0P_"
timing.critical_path.slowest_stage_cell = "sky130_fd_sc_hd__fa_2"
worst_setup_path_endpoint = "tmonen_reg$_DFFE_NN1P_"
worst-path-max-fanout = 4
timing.rr.end = "tmonen_reg$_DFFE_NN1P_"
source_of_the_critical_timing_path = "tmax[2]"
worst_ep_required_time_ps = 2040
setup.worst_path.class = "in2reg"
cp_slowest_stage_delay_ps = 600
start_kind = "input port"
worstRegToRegCells = 9
series_of_cell_instances_along_the_critical_path = "buf_12, fa_2, fa_1, fa_1, inv_2, fa_1, inv_2, ha_4, buf_6, nor2_4, nor2_2, o41ai_4, o21ai_2, o41a_1, xnor2_1, ha_1, a21oi_2, nand2_1, a221oi_2, or3b_4, a221oi_4, nand3_2, o41a_1"
setup.reg_to_reg.worst_slack_ps = 860
cp_common_cell = "sky130_fd_sc_hd__fa_1"

[synthesis]
combined_area_of_all_synthesized_cells_mm2 = 0.00448
synthDistinctLibCells = 57
top_cells_by_area = "sky130_fd_sc_hd__ha_1, sky130_fd_sc_hd__dfrtn_1, sky130_fd_sc_hd__fa_1, sky130_fd_sc_hd__inv_1, sky130_fd_sc_hd__xnor2_1"
yosys_cells = 528
synthDominantAreaCellType = "sky130_fd_sc_hd__ha_1"
share_of_synthesized_area_occupied_by_flip_flops_and_latches_pct = 15.2
fraction_of_registers_with_async_set_or_reset_after_synthesis_pct = 100
synth-seq-cells = 27
edf_count = 0
yosysTopAreaCellShare_pct = 25.7
synth.yosys.warnings = 1
dominantRegCellSynth = "sky130_fd_sc_hd__dfrtn_1"
synth.yosys.chip_area_mm2 = 0.00448
syn-mean-instance-area_um2 = 8.49
postSynthCellCount = 528

[power]
pwr-share-clk_pct = 4.5
power.switching_mw = 1.87
powerDensity_mw_per_mm2 = 586
combinationalPowerShare_pct = 86.8
worst_ir_drop_vdd_mv = 0.484
static-leakage-power_nw = 3.47
switching_share_of_power_pct = 44.1
p_int_mw = 2.37
pwr-share-seq_pct = 8.7

[clock_tree]
cts.htree.levels = 1
clock_slew_at_the_register_clock_pins_of_the_worst_setup_and_hold_paths_ps = 60
clockBufferDepth = 2
cts_inserted_buffers = 3
insertion_delay_ps = 350
cts_root_buf = "sky130_fd_sc_hd__clkbuf_8"
cts_hold_repair.buffers = 0
cts.sinks = 27
cts_tree = "yes"

[worst_hold_path]
hold_path_class = "reg2reg"

[global_route]
gr-usage-met2_pct = 31.0
global_route.peak_usage_layer = "met1"
met1_demand_to_capacity_share_in_global_routing_pct = 33.5
gr-total-overflow = 0
grt_util_all_layers_pct = 20.3
grt_first_pass_wirelength_um = 18800
first_global_vias = 4253
grt.met3_usage_pct = 1.85
antenna_found_initial = 0
pin_count_of_the_biggest_net_entering_global_routing = 17

[final_layout]
reg_top3 = "charge_timer: 16 flops, state: 5 flops"
drive_above_1_share_pct = 40.3
area.growth.synth_to_final_pct = 61.3
max_flop_register = "charge_timer"
fill_cells = 827
final_util_pct = 66.4
largest_register_ff_count = 16

[routing]
vias_post_dr = 4343
post-route-drc-count = 0
vias_per_cell = 4.98
drt_iter0_drc = 167
route.antenna.diode_count = 0
finalWirelength_um = 11300
drt_pass_1_iters = 4
wire_per_inst_um = 12.9
antenna_violating_nets_post_route = 0

[place]
finalWeightedCongestion = 0.889
dpl_worst_slack_ps = -4990
hpwl_um = 8900
numPortBuffers = 83

[job]
openroad.warnings = 35
max-cap-violations = 0

[floorplanning]
row_count = 38
io_pins = 84
die_width_um = 108
fp.coreArea_mm2 = 0.0109
initial_core_util_pct = 41.2
chipHeight_um = 108
die_area_mm2 = 0.0116

[outcome]
run_status = "complete, but fails checks"
violated_checks = "negative setup slack"
worst max-delay path, delay by kind of cell:
kind            cells  cell delay [ps]
simple gates        5              830
compound gates      7             1590
fa+ha+maj           6             2600
buf+inv             4              320
xor+xnor            1              130
worst min-delay path by stage:
stage,slack [ps],end,depth (start not counted),startpoint
after CTS,460,tc_reg$_DFFE_NN0P_,2,tc_reg$_DFFE_NN0P_
after global routing,490,charge_timer[4]$_DFFE_NN0P_,2,charge_timer[4]$_DFFE_NN0P_
final,450,tc_reg$_DFFE_NN0P_,2,tc_reg$_DFFE_NN0P_
through the flow:
stage	power, mW	area (um^2)	std cells	setup TNS, ps
2_1_floorplan	2.42	4700	528	-29550
3_3_place_gp	3.28	6390	837	-44070
3_5_place_dp	3.32	6390	837	-45010
4_1_cts	3.87	6940	865	-29920
5_1_grt	4.66	7230	872	-30960
6_report	4.23	7230	872	-29270
per-layer routing:
metal	up-vias	share of wire [%]	wire (um)
met1	2032	51	5780
met4	0	0.27	30
met3	2	4.7	525
met5	-	0	0
met2	87	44	4920
li1	2222	-	-
layout make-up:
type | count | area [um^2] | area share (%)
timing repair buffer | 202 | 1720 | 23.9
clock buffer | 3 | 41.3 | 0.571
multi-input combinational | 376 | 4120 | 57.0
clock inverter | 4 | 17.5 | 0.242
sequential | 27 | 679 | 9.40
tap | 140 | 175 | 2.42
inverter | 120 | 473 | 6.54
cells by family (layout without fill, tap and decap cells):
family / after synthesis / count (layout) / share of synthesized area (%)
compound gates: 107 / 107 / 16.4
xor+xnor: 23 / 23 / 4.50
fa+ha+maj: 122 / 122 / 39.1
buf+inv: 125 / 329 / 10.6
flops: 27 / 27 / 15.2
simple gates: 124 / 124 / 14.3
what timing repair did:
action,in CTS,in global routing
gates resized,221,94
setup buffers,22,11
endpoints found under the setup margin,28,15
pin swaps,70,52
cells in the final DEF, fill, tap and decap left out, drive strengths merged, types with 7 or more instances in the layout:
cell type      netlist  final
a21o                 7      7
dlygate4sd2          0     13
nand2               21     21
clkbuf               3     13
nor2                34     34
ha                  92     92
dfrtn               24     24
clkdlybuf4s50        0     17
nor3                11     11
a21oi               30     30
xnor2               22     22
nor2b                8      8
clkdlybuf4s15        0     15
nand4               14     14
buf                  1    142
nand3               13     13
o21ai               23     23
fa                  30     30
inv                121    124
synth_stat cells (7+ instances only):
master,instances
sky130_fd_sc_hd__dfrtn_1,24
sky130_fd_sc_hd__o21ai_0,20
sky130_fd_sc_hd__nand2_1,21
sky130_fd_sc_hd__inv_1,121
sky130_fd_sc_hd__xnor2_1,22
sky130_fd_sc_hd__fa_1,30
sky130_fd_sc_hd__nand4_1,14
sky130_fd_sc_hd__a21o_1,7
sky130_fd_sc_hd__ha_1,92
sky130_fd_sc_hd__a21oi_1,28
sky130_fd_sc_hd__nor2_1,33
sky130_fd_sc_hd__nor3_1,11
sky130_fd_sc_hd__nor2b_1,8
sky130_fd_sc_hd__nand3_1,13
power by group through the flow:
stage | combinational, mW | sequential [mW] | clock, mW
global route | 4.07 | 0.372 | 0.214
CTS | 3.30 | 0.367 | 0.198
finish | 3.68 | 0.367 | 0.190
Power figures rest on the tool's default switching activity, not on a simulated workload.
